### flow/design.v
`timescale 1ns / 1ps
module full_adder (
    output sum,
    output carry_out,
    input  bit_A,
    input  bit_B,
    input  carry_in
);
    wire fst_sum;
    wire fst_carry;
    wire snd_carry;
    half_adder_structural adder_1 (
        .sum(fst_sum),
        .carry(fst_carry),
        .bit_A(bit_A),
        .bit_B(bit_B)
    );
    half_adder_structural adder_2 (
        .sum(sum),
        .carry(snd_carry),
        .bit_A(fst_sum),
        .bit_B(carry_in)
    );
    or(carry_out, fst_carry, snd_carry);
endmodule
`timescale 1ns / 1ps
module half_adder_structural (
    output sum,
    output carry,
    input  bit_A,
    input  bit_B
);
    xor(sum, bit_A, bit_B);
    and(carry, bit_A, bit_B);
endmodule
`timescale 1ns / 1ps
module ordinator_8bit (
    output reg [7:0] result,
    output reg		 ready,
    input      [7:0] in,
    input            reset,
    input            clk
);
    localparam OPERATOR_ADD = 2'd0,
               OPERATOR_SUB = 2'd1,
               OPERATOR_EQL = 2'd2,
               OPERATOR_ERR = 2'd3;
    localparam STATE_INITIAL = 3'd0;
    localparam STATE_NUMBER  = 3'd1;
    localparam STATE_WAIT_NR = 3'd2;
    localparam STATE_RESULT  = 3'd3;
    localparam STATE_DUMMY1  = 3'd4;
    localparam STATE_DUMMY2  = 3'd5;
    localparam STATE_DUMMY3  = 3'd6;
    reg [2:0] currentState;
    reg [2:0] nextState;
    reg [7:0] tmp_result;
    reg [7:0] last_tmp_result;
    reg        operation;
    wire       add_carry;
    wire       sub_carry;
    wire [7:0] diff;
    wire [7:0] sum;
    ripple_carry_8bit adder (
        .carry_out(add_carry),
        .sum(sum),
        .A(last_tmp_result),
        .B(in),
        .carry_in(1'b0)
    );
    subtractor_8bit subtr (
        .carry_out(sub_carry),
        .result(diff),
        .A(last_tmp_result),
        .B(in),
        .carry_in(1'b0)
    );
    always @(posedge clk) begin
        last_tmp_result <= tmp_result;
        if (reset) begin
            ready        <= 1;
            result       <= 0;
            tmp_result   <= 0;
            nextState    <= STATE_INITIAL;
            currentState <= STATE_INITIAL;
        end else begin
            case (currentState)
                STATE_INITIAL: begin
                    ready <= 0;
                    if (in > 3) begin
                        nextState  <= STATE_DUMMY1;
                        tmp_result <= in;
                    end
                end
                STATE_DUMMY1: begin
                    ready     <= 1;
                    nextState <= STATE_NUMBER;
                end
                STATE_NUMBER: begin
                    ready <= 0;
                    if (in == 3) begin
                        nextState  <= STATE_RESULT;
                        tmp_result <= 0;
                    end else if (in == 2) begin
                        nextState <= STATE_RESULT;
                    end else if (in < 2) begin
                        operation <= in[0];
                        nextState <= STATE_DUMMY2;
                    end else if (in > 3) begin
                        ready <= 1;
                    end
                end
                STATE_DUMMY2: begin
                    ready     <= 1;
                    nextState <= STATE_WAIT_NR;
                end
                STATE_WAIT_NR: begin
                    if (in == 3) begin
                        ready      <= 0;
                        nextState  <= STATE_RESULT;
                        tmp_result <= 0;
                    end else if (in > 3) begin
                        ready <= 0;
                        case (operation)
                            0: tmp_result <= sum;  
                            1: tmp_result <= diff;  
                        endcase
                        nextState <= STATE_DUMMY3;
                    end
                end
                STATE_DUMMY3: begin
                    ready     <= 1;
                    nextState <= STATE_NUMBER;
                end
                STATE_RESULT: begin
                    ready     <= 1;
                    result    <= tmp_result;
                    nextState <= STATE_INITIAL;
                end
                default: begin
                    ready     <= 1;
                    nextState <= STATE_INITIAL;
                end
            endcase
        end
        currentState <= nextState;
    end
endmodule
`timescale 1ns / 1ps
module ripple_carry_8bit (
    output       carry_out,
    output [7:0] sum,
    input  [7:0] A,
    input  [7:0] B,
    input        carry_in
);
    wire [8:0] carry;
    assign carry[0]  = carry_in;
    assign carry_out = carry[8];
    genvar i;
    generate
        for (i = 0; i < 8; i = i + 1) begin : ripple
            full_adder fa (
                .sum(sum[i]),
                .carry_out(carry[i + 1]),
                .bit_A(A[i]),
                .bit_B(B[i]),
                .carry_in(carry[i])
            );
        end
    endgenerate
endmodule
`timescale 1ns / 1ps
module subtractor_8bit (
    output       carry_out,
    output [7:0] result,
    input  [7:0] A,
    input  [7:0] B,
    input carry_in
);
    wire       not_C;
    wire [7:0] not_B;
    assign not_B = ~B;
    assign carry_out = ~not_C;
    ripple_carry_8bit rc (
        .carry_out(not_C),
        .sum(result),
        .A(A),
        .B(not_B),
        .carry_in(~carry_in)
    );
endmodule
### flow/run.sh
#!/bin/bash
# OpenROAD 26Q1-2900-gdf79404cd8, Yosys 0.63+post, stock flow scripts
make -C /OpenROAD-flow-scripts/flow DESIGN_CONFIG=/design/flow/config.mk WORK_HOME=/design/flow/orfs finish
### flow/config.mk
export PLATFORM = sky130hd
export DESIGN_NAME = ordinator_8bit
export DESIGN_NICKNAME = ordinator_8bit
export VERILOG_FILES = /design/flow/design.v
export SDC_FILE = /design/flow/constraint.sdc
export NUM_CORES = 4
export LEC_CHECK = 1
export CORE_AREA = 10 10 104 104
export DIE_AREA = 0 0 114 114
### flow/constraint.sdc
current_design ordinator_8bit

set clk_period 5.1
set clk_io_pct 0.2

create_clock -name clk0 -period $clk_period [get_ports {clk}]

set non_clock_inputs [all_inputs -no_clocks]
set_input_delay [expr $clk_period * $clk_io_pct] -clock clk0 $non_clock_inputs
set_output_delay [expr $clk_period * $clk_io_pct] -clock clk0 [all_outputs]
==> run notes <==
* run status: finished clean
* distinct cell type count of the synthesized netlist: 46
* Final Max Slew Viols: 0
* detailed-route wire length per cell: 12.44 microns
* crit path capture type: flop
* number of instances in the synthesized netlist: 171
* Cell Count, Final, Fillers Out: 294
* class of the tightest hold or removal check: flop to flop
* horizontal die dimension: 114 microns
* Final Util: 23.77%
* Hold Vio Cnt, Final: 0
* global placement routability congestion: 0.8725
* Seq share, synth: 38.35%
* measured slew at the worst slew-check pin: 0.8017 ns
* Max Cap Violations: 0
* synthesis-to-finish area growth: 21.61%
* flip-flops with a built-in enable: 1
* length of the first detailed-routing pass in iterations: 4
* RSZ-0062 raised after global routing: false
* worst max-slew margin expressed relative to the limit: 46.38%
* summed standard-cell area reported by yosys: 0.001697 sq mm
* floorplan die area: 0.01300 sq mm
* Cells after DPL: 286
* post-CTS setup buffers: 0
* Logic pwr share: 18.7%
* GR met3 Demand/Resource: 1.489%
* height of the die: 114 microns
* startpoint types: primary input
* cell breakdown of the critical path: clkdlybuf4s50_1, ha_1, inv_1, fa_1, fa_1, fa_1, fa_1, fa_1, fa_1, mux2i_1, xnor2_1, a22oi_1, a21oi_1
* H-tree depth: 2
* top-area cell type share of the netlist area: 36.58%
* GR peak layer: met2
* OpenROAD warning count: 26
* Net Sw Power: 0.1852 mW
* Tcrit/Tclk final: 89.24%
* switching power share of the total: 28.82%
* Iter 0 DRT Violations: 112
* Clk network pwr share: 34.5%
* largest area contributor in the synthesized netlist: sky130_fd_sc_hd__dfxtp_1
* number of setup violations in the final report: 0
* overall via count from detail_route: 1239
* hold-fix buffer count after cts: 0
* Yosys reg bits: 32
* Post-DRT Antenna Nets: 0
* cell area after technology mapping: 0.001697 sq mm
* Max FO, Critical Path: 7
* clock sink count: 32
* Flop pwr share: 46.8%
* Dominant flop cell: sky130_fd_sc_hd__dfxtp_1
* largest cells by area after synthesis: sky130_fd_sc_hd__dfxtp_1, sky130_fd_sc_hd__fa_1, sky130_fd_sc_hd__mux2i_1
* Detailed Route WL: 3658 microns
* Crit path max-delay family: adder cells
* Slowest Stage Delay on Critical Path: 0.62 ns
* global-route wire length before repair: 6230 microns
* maximum number of buffers from clock root to sink: 2
* area of the placeable core: 0.008678 sq mm
* achievable frequency: 0.2197 GHz
* most prevalent standard cell on the critical path: sky130_fd_sc_hd__fa_1
* antenna cell count: 0
* DRC viols: 0
* classification of the worst setup path: primary input to flop
* internal power consumption: 0.4572 mW
* Sum Neg Setup Slack: 0 ns
* number of buffers created by CTS: 5
* clock root buffer: sky130_fd_sc_hd__clkbuf_8
* antenna violations before repair: 0
* critical path arrival: 4.71 ns
* Layout Skew: 0.004850 ns
* number of warnings issued by yosys: 1
* number of rows created at floorplan: 34
* layout cell share with drive strength beyond 1: 7.527%
* number of gates resized after cts: 0
* worst endpoint required time: 5.26 ns
* per-instance average area after synthesis: 9.922 sq um
* Port-buffer cells: 18
* Tot GR Track Use: 5.742%
* half-perimeter wire length after placement: 2752 microns
* Congestion Overflow GR: 0
* number of global-route vias before repair: 1224
* asr flop ratio synth: 0%
* clock transition at the registers of the reported paths: 0.07 ns
* number of top-level design ports: 19
* FP Core Util: 19.55%
* clock period minus final worst setup slack: 4.551 ns
* Critical-path top delay cell: sky130_fd_sc_hd__clkdlybuf4s50_1
* maximum resistive drop on vdd: 214.1 uV
* leakage power total: 0.7917 nW
* Power Density: 311.3 mW/mm^2
* Yosys Instances: 171
* clk latency late pin: 0.28 ns
* filler instances: 935
* clock tree from TritonCTS: built
* vias per cell: 4.214
* CP Buf/Inv Count: 2
* met2 routing resource usage after global routing: 8.732%
* hold slack final: 0.3517 ns
* maximum number of pins on one net before global-route repair: 22
* global-route met1 utilization: 8.308%
[state kept, by name (all words and copies together), names as in the netlist]
register and cells:
operation 1, result 8, last_tmp_result 8, currentState 3
ready 1, nextState 3, tmp_result 8
[cell usage after synthesis (3+ instances only)]
library cell and number:
sky130_fd_sc_hd__nor3_1 3, sky130_fd_sc_hd__nand3_1 3, sky130_fd_sc_hd__dfxtp_1 31, sky130_fd_sc_hd__a22oi_1 8
sky130_fd_sc_hd__nand2_1 8, sky130_fd_sc_hd__nor2_1 12, sky130_fd_sc_hd__mux2i_1 9, sky130_fd_sc_hd__inv_1 18
sky130_fd_sc_hd__a211oi_1 7, sky130_fd_sc_hd__fa_1 12, sky130_fd_sc_hd__nor4_1 8, sky130_fd_sc_hd__clkbuf_1 7
sky130_fd_sc_hd__o21ai_0 8
[path summary, 6_finish.rpt]
kind | start | end | slack, ns | cells past startpoint
min reg2reg | nextState[1] | currentState[1] | 0.35 | 0
max reg2reg | last_tmp_result[0] | tmp_result[7] | 1.60 | 12
min | nextState[1] | currentState[1] | 0.35 | 0
max | in[0] | tmp_result[7] | 0.55 | 13
[cell usage in the layout, fill, tap and decap left out, types with 3 or more instances in the layout]
master and count:
sky130_fd_sc_hd__nand3_1 3, sky130_fd_sc_hd__fa_1 12, sky130_fd_sc_hd__nand2_1 8, sky130_fd_sc_hd__nor2_1 12
sky130_fd_sc_hd__inv_1 18, sky130_fd_sc_hd__dfxtp_1 31, sky130_fd_sc_hd__nor3_1 3, sky130_fd_sc_hd__o21ai_0 8
sky130_fd_sc_hd__clkdlybuf4s50_1 18, sky130_fd_sc_hd__nor4_1 8, sky130_fd_sc_hd__a22oi_1 8, sky130_fd_sc_hd__clkbuf_8 5
sky130_fd_sc_hd__a211oi_1 7, sky130_fd_sc_hd__mux2i_1 9
[routing by layer]
layer | wire length [microns] | up-vias
met5 | 0 | -
met4 | 52 | 0
met3 | 193 | 6
met2 | 1635 | 26
met1 | 1777 | 573
li1 | - | 634
[worst register-to-register path: cells and delay by family (launching register included)]
| family | cells | cell delay (ns) |
|---|---|---|
| DFF | 1 | 0.35 |
| buffers and inverters | 1 | 0.04 |
| muxes | 1 | 0.16 |
| AOI/OAI and AO/OA | 2 | 0.29 |
| xor gates and xnor gates | 1 | 0.08 |
| adders and majority gates | 7 | 2.45 |
[cell families (layout without fill, tap and decap cells)]
logic type | after synthesis | after routing | share of synthesized area [%]
AOI/OAI and AO/OA | 38 | 38 | 16.52
muxes | 9 | 9 | 5.310
DFF | 32 | 32 | 38.35
xor gates and xnor gates | 3 | 3 | 1.549
buffers and inverters | 29 | 44 | 7.227
adders and majority gates | 14 | 14 | 15.63
and+or+nand+nor | 46 | 46 | 15.41
[area by class of cell]
cell class              count  area [sq um]  share of cell area [%]
clock buffers               6         93.84                   4.548
multi-input cells         110         923.4                   44.75
inverters                  18         67.56                   3.275
repair buffers             18         180.2                   8.733
flip-flops and latches     32         650.6                   31.53
clock inverters             2         12.51                  0.6064
well taps                 108         135.1                   6.549
[per-stage QoR]
step,instance area (sq um),total power [mW],worst slack (ns)
final,2063,0.6424,0.5487
after global routing,2063,0.6848,0.3747
after CTS,2063,0.6472,0.5412
after detailed placement,1957,0.4261,0.2486
after global placement,1957,0.4242,0.2792
after floorplan,1697,0.3931,1.072
[power groups by stage]
stage,registers (mW),clock network [mW],logic (mW)
global route,0.305,0.239,0.141
finish,0.301,0.221,0.120
CTS,0.300,0.225,0.121
Power is estimated from default activity; no workload was simulated.
