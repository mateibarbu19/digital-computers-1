--- flow/config.mk ---
export PLATFORM = sky130hd
export DESIGN_NAME = multiplier2
export DESIGN_NICKNAME = multiplier2
export VERILOG_FILES = /design/flow/design.v
export SDC_FILE = /design/flow/constraint.sdc
export NUM_CORES = 4
export LEC_CHECK = 1
export CORE_AREA = 10 10 74 74
export DIE_AREA = 0 0 84 84
--- flow/constraint.sdc ---
current_design multiplier2

set clk_period 6.9
set clk_io_pct 0.2

create_clock -name clk0 -period $clk_period

set non_clock_inputs [all_inputs -no_clocks]
set_input_delay [expr $clk_period * $clk_io_pct] -clock clk0 $non_clock_inputs
set_output_delay [expr $clk_period * $clk_io_pct] -clock clk0 [all_outputs]
--- flow/run.sh ---
#!/bin/bash
# OpenROAD 26Q1-2900-gdf79404cd8, Yosys 0.63+post, stock flow scripts
make -C /OpenROAD-flow-scripts/flow DESIGN_CONFIG=/design/flow/config.mk WORK_HOME=/design/flow/orfs finish
--- flow/design.v ---
module adder #(parameter NR_BITS = 4) (
    output [NR_BITS-1:0] sum  ,
    output               c_out,
    input  [NR_BITS-1:0] a    ,
    input  [NR_BITS-1:0] b    ,
    input                c_in
);
    wire [NR_BITS-1:0] P, G;
    generate
        genvar i;
        for (i = 0; i < NR_BITS; i = i + 1) begin : generate_propagate_logic
            and #(1) (G[i], a[i], b[i]);
            xor #(1) (P[i], a[i], b[i]);
        end
    endgenerate
    wire [NR_BITS-1:0] carry                  ;
    wire [  NR_BITS:0] partial_or[NR_BITS-1:0];
    generate
        genvar j;
        for (i = 0; i < NR_BITS; i = i + 1) begin : carry_logic
            assign partial_or[i][i+1] = G[i];
            for (j = i; j >= 0; j = j - 1) begin
                wire tmp = (j == 0) ? c_in : G[j - 1];
                assign #(1) partial_or[i][j] = &{tmp, P[i:j]};
            end
            assign #(1) carry[i] = |partial_or[i][i + 1:0];
        end
    endgenerate
    assign c_out = carry[NR_BITS-1];
    assign #(1) sum = P ^ {carry[NR_BITS-2:0], c_in};
endmodule
module multiplier2 #(
    parameter NR_BITS = 4
) (
    output [2*NR_BITS-1:0] out,
    input  [  NR_BITS-1:0] M  ,
    input  [  NR_BITS-1:0] R
);
    wire [NR_BITS-1:0] neg_M;
    wire [NR_BITS-1:0] not_M;
    wire               aux  ;
    assign#(1) not_M = ~M;
    one_adder #(
        .NR_BITS(NR_BITS)
    ) one_adder (
        .sum  (neg_M),
        .c_out(aux  ),
        .a    (~M   )
    );
    wire [2*NR_BITS:0] P[NR_BITS:0];
    assign P[0] = {{NR_BITS{1'b0}}, R, 1'b0};
    generate
        genvar i;
        for (i = 0; i < NR_BITS; i = i + 1) begin : booth_step
            wire [NR_BITS-1:0] sum             ;
            wire [NR_BITS-1:0] diff            ;
            wire               adder_c_out     ;
            wire               subtractor_c_out;
            wire [NR_BITS-1:0] head = P[i][2*NR_BITS:NR_BITS+1];
            wire [  NR_BITS:0] tail = P[i][NR_BITS:0]          ;
            adder #(
                .NR_BITS(NR_BITS)
            ) simple_adder (
                .sum  (sum        ),
                .c_out(adder_c_out),
                .a    (head       ),
                .b    (M          ),
                .c_in (1'd0       )
            );
            adder #(
                .NR_BITS(NR_BITS)
            ) simple_subtractor (
                .sum  (diff            ),
                .c_out(subtractor_c_out),
                .a    (head            ),
                .b    (neg_M           ),
                .c_in (1'd0            )
            );
            reg [NR_BITS-1:0] buff;
            always @(*) begin
                case (P[i][1:0])
                    2'b01: buff = sum;
                    2'b10: buff = diff;
                    default: buff = head;
                endcase
            end
            assign #(2*1) P[i+1] = $signed ({buff, tail}) >>> 1;
        end
    endgenerate
    assign out = P[NR_BITS][2*NR_BITS:1];
endmodule
module one_adder #(parameter NR_BITS = 4) (
    output [NR_BITS-1:0] sum  ,
    output               c_out,
    input  [NR_BITS-1:0] a
);
    wire [NR_BITS-1:0] carry;
    generate
        genvar i;
        for (i = 0; i < NR_BITS; i = i + 1) begin : carry_logic
            assign #(1) carry[i] = &a[i:0];
        end
    endgenerate
    assign c_out = carry[NR_BITS-1];
    assign #(1) sum = a ^ {carry[NR_BITS-2:0], 1'b1};
endmodule
==> flow_summary.toml <==
# yosys + openroad results
[outcome]
outcome = "finished with violations"
violated_checks = "setup timing"

[sta]
max_slew_margin_pct = 75.4
drv_slew = 0
worst_pin_slew_ns = 0.367
tns_ns = -2.60
hold_viol = 0
fmaxAchievable_mhz = 130
setup_violations = 4
grt_setup_unrepaired = "yes"
layout_worst_path_cycle_share_pct = 112
layout_setup_ws_ns = -0.820
period_minus_slack_ns = 7.72

[setup_path]
cp.required_ns = 5.52
worst_path_max_delay_cell = "sky130_fd_sc_hd__a221o_1"
worstSetupStartpoint = "M[0]"
critPathMaxStageDelay_ns = 0.39
endpoint_kind_of_the_worst_setup_timing_path = "output port"
worstPathMaxFanout = 4
critPathLaunchType = "input port"
critPathKind = "input port to output port"
capturing_instance_or_port_of_the_critical_path = "out[6]"
worst_path_most_repeated_cell = "sky130_fd_sc_hd__ha_4"
cp.arrival_ns = 6.34

[synthesis]
area_fraction_of_the_dominant_cell_type_after_synthesis_pct = 29.0
synth_sequential_area_ratio_pct = 0
ys_cells = 132
synth_area_leader_cell = "sky130_fd_sc_hd__ha_1"
synth.top_cells.by_area = "sky130_fd_sc_hd__ha_1 29%, sky130_fd_sc_hd__fa_1 9.3%, sky130_fd_sc_hd__xnor2_1 7.3%"
netlist_area_mm2 = 0.00108
post_synth_num_cell_types = 36
syn-instance-count = 132
postSynthAreaPerCell_um2 = 8.18
synth_chip_area_mm2 = 0.00108
synth.yosys.warnings = 2

[placed_design]
gp_congestion = 0.820
place_area_mm2 = 0.00163
dpl_worst_slack_ns = -1.92
place.port_buffers = 16
dpl.cell_count = 231
detailedPlacementHpwl_mm = 2.40

[detailed_routing]
post-route-drc-count = 0
detailedRoute.firstIterationViolations = 44
drt_pass1_iterations = 4
post_detailed_route_via_to_cell_ratio = 4.69
total_via_count_after_detailed_routing = 1121
routedWlPerCell_um = 12.4
wirelength_mm = 2.97
diodes = 0
ant_nets = 0

[final_layout]
seq_cells = 0
final_design_area_no_fill_mm2 = 0.00183
drive_gt1_share_pct = 46.0
utilization_pct = 46.1
final-instance-count-excl-fill = 239
num-clock-buffers = 0
flop_area_um2 = 0
mi_logic_area_mm2 = 0.00118
area.growth.synth_to_final_pct = 69.6
fillCellCount = 354

[floorplan]
std_cell_rows = 23
design.portCount = 16
dieWidth_um = 84
fp.dieArea_mm2 = 0.00706
fp_util_pct = 27.2
core_footprint_mm2 = 0.00397
die-height_um = 84

[hold_path]
holdCritPathClass = "input port to output port"

[flow_run]
timing.max_cap.violations = 0
number_of_warnings_in_the_stage_logs = 43

[power]
power.density_cell_area_mw_per_mm2 = 119
pleak_nw = 0.859
power.ir.vdd_worst_mv = 0.0463

[global_routing]
first_global_vias = 1103
global_route.usage.total_pct = 8.23
grt_max_degree = 10
grt-ovfl-total = 0
first_pass_grt_wire_length_mm = 5.06
antenna_found_initial = 0

[clock_network]
cts_hold_buffers = 0
-- placed cells by master (no fill, tap or decap), drive strengths merged --
cell and count:
nor2b 2, or3 1, xor2 4, ha 25, nand2 4, nor4b 2, a211oi 1, a21oi 8
mux2 6, o21ai 10, a221o 3, and2 2, and4b 1, nor3 1, clkdlybuf4s50 9, nor4 1
a211o 1, dlygate4sd2 1, a221oi 5, clkdlybuf4s15 1, a2111oi 1, nand2b 2, o21a 3, and3 1
or2 1, fa 5, a22oi 1, inv 17, nor2 10, nand3 1, xnor2 9, buf 50
-- layout make-up --
type / count / area share, %
repair buffers: 61 / 27.6
well taps: 50 / 3.42
multi-input cells: 111 / 64.3
inverters: 17 / 4.71
-- metal layers --
metal  global-route usage [%]  up-vias  share of wire, %
li1                         -      585                 -
met5                        0        -                 0
met3                    0.295        0               2.8
met1                     12.3      520                51
met2                     13.4       16                46
met4                        0        0                 0
-- Yosys cell counts, drive strengths merged --
cell     instances
a221oi           5
nor4             1
nor2b            2
nand3            1
nand2b           2
and2             2
a221o            3
a21oi            8
or2              1
xor2             4
or3              1
nor2            10
buf              2
o21a             3
nor3             1
clkbuf           2
nor4b            2
a2111oi          1
a211o            1
and3             1
mux2             6
o21ai           10
inv             17
fa               5
and4b            1
ha              25
a211oi           1
a22oi            1
xnor2            9
nand2            4
-- cell families after synthesis --
kind of cell               Yosys count  share of synthesized area (%)
muxes                                6                           6.60
buffers and inverters               21                           8.34
and+or+nand+nor                     29                           15.2
AOI/OAI and AO/OA                   33                           20.4
xor gates and xnor gates            13                           11.2
adders and majority gates           30                           38.2
-- how the worst min path moves through the flow --
stage / startpoint / endpoint / cells past startpoint
CTS: M[0] / out[0] / 5
global route: M[0] / out[0] / 5
finish: M[0] / out[0] / 5
-- critical path: cells and delay by family --
kind,cells,cell delay [ns]
fa+ha+maj,6,1.28
buf+inv,6,0.58
compound gates,6,1.27
xor+xnor,4,0.56
simple gates,4,0.34
mux,3,0.95
-- timing repair --
action | 4_1_cts | 5_1_grt
hold endpoints to repair | 0 | 0
endpoints found under the setup margin | 5 | 5
resized | 36 | 19
pin swaps | 19 | 9
setup buffers | 7 | 2
-- power by group --
group	internal [mW]	leakage (nW)	switching, mW	total, mW
sequential	0	0	0	0
combinational	0.126	0.859	0.0920	0.219
clock	0	0	0	0
-- stage by stage --
stage / hold slack [ns] / power, mW
CTS: 3.46 / 0.197
floorplan: 2.81 / 0.111
finish: 3.45 / 0.219
global placement: 3.98 / 0.183
detailed placement: 3.96 / 0.187
global route: 3.49 / 0.244
Power and IR drop assume default switching activity.
