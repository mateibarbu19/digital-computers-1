`design/flow/run.sh`:
```
#!/bin/bash
# OpenROAD 26Q1-2900-gdf79404cd8, Yosys 0.63+post, stock flow scripts
make -C /OpenROAD-flow-scripts/flow DESIGN_CONFIG=/design/flow/config.mk WORK_HOME=/design/flow/orfs finish
```
`design/flow/config.mk`:
```
export PLATFORM = sky130hd
export DESIGN_NAME = unlock
export DESIGN_NICKNAME = unlock
export VERILOG_FILES = /design/flow/design.v
export SDC_FILE = /design/flow/constraint.sdc
export NUM_CORES = 4
export LEC_CHECK = 1
export CORE_UTILIZATION = 50
```
`design/flow/constraint.sdc`:
```
current_design unlock

set clk_period 4.2
set clk_io_pct 0.2

create_clock -name clk0 -period $clk_period [get_ports {clk}]

set non_clock_inputs [all_inputs -no_clocks]
set_input_delay [expr $clk_period * $clk_io_pct] -clock clk0 $non_clock_inputs
set_output_delay [expr $clk_period * $clk_io_pct] -clock clk0 [all_outputs]
```
`design/flow/design.v`:
```
module counter(
    input      [15:0] ascii_in,  
    output reg [15:0] cnt,
    input             decrement,
    output reg        done,
    input             reset,
    input             clock
);
    always @(posedge clock) begin
        if (reset) begin
            cnt <= ascii_in;
        end else begin
            if (decrement && !(cnt == "UN")) begin
                if (cnt == "01") begin
                    cnt     <= "UN";
                    done    <= 1;
                end else begin
                    if (cnt[7:0] == "0") begin
                        cnt[7:0]  <= "9";
                        cnt[15:8] <= cnt[15:8] - 1;
                    end else begin
                        cnt[7:0] <= cnt[7:0] - 1;
                    end
                    done <= 0;
                end
            end
        end
    end
endmodule
module unlock(
    input [7:0] ascii_in,  
    output      out,
    input       reset,
    input       clk
);
    parameter STATE_INIT     = 4'b0000,
              STATE_1        = 4'b0001,
              STATE_2        = 4'b0010,
              STATE_3        = 4'b0011,
              STATE_COUNTER  = 4'b0110,
              STATE_UNLOCK   = 4'b0111,
              STATE_UNLOCK_1 = 4'b1000,
              STATE_UNLOCK_2 = 4'b1001,
              STATE_UNLOCK_3 = 4'b1010;
    reg  [3:0]  state;
    reg         decrement;
    reg  [1:0]  fail;
    reg  [15:0] timer;
    reg         timer_reset;
    reg  [7:0]  password [0:3];
    wire        done;
    wire [15:0] time_counter;
    always @(posedge clk) begin
        if (reset) begin
            state       <= STATE_INIT;
            fail        <= 2'b00;
            timer_reset <= 0;
            decrement   <= 0;
            password[0] <= "A";
            password[1] <= "C";
            password[2] <= "B";
            password[3] <= "D";
        end else begin
            case (state)
                STATE_INIT: begin
                    if (ascii_in == password[0]) begin
                        state <= STATE_1;
                    end else begin
                        fail <= fail + 1;
                        if (fail != 2) begin
                            state <= STATE_INIT;
                        end else begin
                            state <= STATE_COUNTER;
                        end
                    end
                end
                STATE_1: begin
                    if (ascii_in == password[1]) begin
                        state <= STATE_2;
                    end else if (ascii_in == password[0]) begin
                        fail <= fail + 1;
                        if (fail != 2) begin
                            state <= STATE_1;
                        end else begin
                            state <= STATE_COUNTER;
                        end
                    end else begin
                        fail <= fail + 1;
                        if (fail != 2) begin
                            state <= STATE_INIT;
                        end else begin
                            state <= STATE_COUNTER;
                        end
                    end
                end
                STATE_2: begin
                    if (ascii_in == password[2]) begin
                        state <= STATE_3;
                    end else if (ascii_in == password[0]) begin
                        fail <= fail + 1;
                        if (fail != 2) begin
                            state <= STATE_1;
                        end else begin
                            state <= STATE_COUNTER;
                        end
                    end else begin
                        fail <= fail + 1;
                        if (fail != 2) begin
                            state <= STATE_INIT;
                        end else begin
                            state <= STATE_COUNTER;
                        end
                    end
                end
                STATE_3: begin
                    if (ascii_in == password[3]) begin
                        state <= STATE_UNLOCK;
                    end else if (ascii_in == password[0]) begin
                        fail <= fail + 1;
                        if (fail != 2) begin
                            state <= STATE_1;
                        end else begin
                            state <= STATE_COUNTER;
                        end
                    end else begin
                        fail <= fail + 1;
                        if (fail != 2) begin
                            state <= STATE_INIT;
                        end else begin
                            state <= STATE_COUNTER;
                        end
                    end
                end
                STATE_COUNTER: begin
                    if (fail == 3) begin
                        fail        <= 0;
                        timer       <= "02";
                        decrement   <= 1;
                        timer_reset <= 1;
                    end else begin
                        timer_reset <= 0;
                        if (done) begin
                            decrement  <= 0;
                            state      <= STATE_INIT;
                        end
                    end
                end
                STATE_UNLOCK: begin
                    fail        <= 0;
                    state  <= STATE_UNLOCK_1;
                    password[0] <= ascii_in;
                end
                STATE_UNLOCK_1: begin
                    state  <= STATE_UNLOCK_2;
                    password[1] <= ascii_in;
                end
                STATE_UNLOCK_2: begin
                    state  <= STATE_UNLOCK_3;
                    password[2] <= ascii_in;
                end
                STATE_UNLOCK_3: begin
                    state  <= STATE_INIT;
                    password[3] <= ascii_in;
                end
                default: begin
                    state <= STATE_INIT;
                end
            endcase
        end
    end
    assign out = (state == STATE_UNLOCK ? 1 : 0);
    counter counter1(
        .ascii_in(timer),
        .cnt(time_counter),
        .decrement(decrement),
        .done(done),
        .reset(timer_reset),
        .clock(clk)
    );
endmodule
```
==> results.sh <==
# implementation run metrics
export IMPL_cts_hold_buf=0
export IMPL_maxCapViolations=0
export IMPL_report_final_slew_viol_count=0
export IMPL_setup_viol=0
export IMPL_netlist_instances=303
export IMPL_cts_buffers=9
export IMPL_synth_distinct_cells=42
export IMPL_outcome="finished clean"
export IMPL_max_slew_margin_rel_pct=54.8
export IMPL_finalCriticalPeriod_ps=2600
export IMPL_r2r_slack_ps=1950
export IMPL_drt_iter0_drc=91
export IMPL_die_area_um2=6540
export IMPL_hp_class="register to register"
export IMPL_totalNegativeSetupSlack_ps=0
export IMPL_hold_end="fail[1]"
export IMPL_crit_type="input pin to register"
export IMPL_dpl_cell_count=372
export IMPL_wl_per_cell_um=14.4
export IMPL_hold_depth=2
export IMPL_grt_use_total_pct=20.0
export IMPL_p_leak_nw=1.20
export IMPL_wl_um=5580
export IMPL_cp_max_fo=8
export IMPL_tightestPinTransition_ps=677
export IMPL_rows=28
export IMPL_remaining_drc_errors=0
export IMPL_ys_seq_share_pct=45.4
export IMPL_lay_top_count="dfxtp_1"
export IMPL_post_cts_setup_buffer_count=0
export IMPL_cts_buffer_depth=2
export IMPL_cts_root_buffer_cell="clkbuf_8"
export IMPL_gp_congestion=0.809
export IMPL_pre_cts_ws_ps=1290
export IMPL_io_pins=11
export IMPL_instances_no_fill=388
export IMPL_die_size_y_um=80.9
export IMPL_warnings=30
export IMPL_top_cells_by_area="dfxtp_1 (29%), edfxtp_1 (16%), mux2i_1 (7.7%)"
export IMPL_io_buffer_count=10
export IMPL_die_width_um=80.9
export IMPL_grt_max_degree=47
export IMPL_clk_latency_ps=330
export IMPL_reg2reg_to="counter1.cnt[14]"
export IMPL_skew_ps=10.9
export IMPL_ys_cells=303
export IMPL_grt_overflow=0
export IMPL_p_per_area_nw_per_um2=362
export IMPL_rsz0062_at_grt="no"
export IMPL_ys_area_um2=3110
export IMPL_synthArstFlopShare_pct=0
export IMPL_startpoint_type="input pin"
export IMPL_grt_pass1_vias=1946
export IMPL_finalPower_w=0.00121
export IMPL_max_freq_ghz=0.385
export IMPL_cts_sinks=62
export IMPL_fp_utilization_pct=52.2
export IMPL_fin_ws_ps=1600
export IMPL_ff2ff_path_depth=9
export IMPL_yosysWarnings=3
export IMPL_viasPerCell=5.27
export IMPL_top_cell_area_share_pct=29.0
export IMPL_vdd_drop_max_mv=0.231
export IMPL_htreeDepth=3
export IMPL_synth_ff_latch_count=62
export IMPL_r2r_start="counter1.cnt[8]"
export IMPL_ys_flop_type="dfxtp_1"
export IMPL_min_from="fail[1]"
export IMPL_min_period_over_period_pct=61.8
export IMPL_final_cell_mix="dfxtp_1 (45), nor2_1 (40), mux2i_1 (24)"
export IMPL_top_area_cell="dfxtp_1"
export IMPL_coreArea_um2=5960
export IMPL_final_hold_viol_count=0
export IMPL_end_kind="register"
export IMPL_ant_nets=0
export IMPL_path_clk_slew_ps=60
export IMPL_vias=2046
export IMPL_hpwl_um=3810
export IMPL_ctsResizeCount=0
export IMPL_cts_tree="yes"
export IMPL_worstPathRequired_ps=4400
export IMPL_grt_pass1_wl_um=9610
export IMPL_antenna_found_initial=0
export IMPL_syn_area_um2=3110
export IMPL_syn_avg_cell_area_um2=10.3
export IMPL_edf_count=17
export IMPL_fill_cells=525
export IMPL_drive_above_1_share_pct=7.03
export IMPL_area_growth_pct=7.48
export IMPL_arrival_ps=2790
export IMPL_antenna_cells=0
export IMPL_detail_route_first_pass_iterations=5
## how the worst max path moves through the flow
stage | startpoint | end | slack (ps) | cells past startpoint
after CTS | ascii_in[2] | fail[1] | 1630 | 7
after global routing | ascii_in[7] | fail[0] | 1480 | 7
final | ascii_in[2] | fail[1] | 1600 | 7
## cells by family after synthesis
logic type                 after synthesis  synth area share (%)
and+or+nand+nor                         97                  16.4
DFF                                     62                  45.4
xor gates and xnor gates                42                  11.8
AOI/OAI and AO/OA                       41                  9.57
buffers and inverters                   29                  5.91
muxes                                   24                  7.72
adders and majority gates                8                  3.22
## per-stage QoR
step                util, %  area, um^2  hold slack, ps
detailed placement     53.3        3180             498
global route           56.1        3340             539
CTS                    56.1        3340             513
global placement       53.3        3180             493
finish                 56.1        3340             512
floorplan                 -        3110             466
## critical path, cell delays in order
cell and delay [ps]:
clkdlybuf4s50_1 590, xor2_1 240, nor4_1 420, nand2_1 230, o2111a_1 300, nand4b_1 100, a21oi_1 70
## synthesized netlist by cell type (all sizes together) (2+ instances only)
cell,number
nor2,40
mux2i,24
a211o,9
o21ai,5
ha,8
nand2,7
a21o,2
dfxtp,45
o211ai,2
nor2b,14
a211oi,2
nor4,6
a21oi,12
xor2,21
nand2b,4
o31ai,2
xnor2,21
clkbuf,7
nor3,6
edfxtp,17
nand4b,5
buf,11
nand4,6
inv,11
nand3,4
## final cells by class
type	instances	area (um^2)	share of cell area, %
multi-input cells	212	1520	45.3
flip-flops and latches	62	1410	42.2
clock buffers	12	145	4.34
repair buffers	12	115	3.44
well taps	75	93.8	2.81
inverters	11	41.3	1.24
clock inverters	4	21.3	0.636
## sequential cells by signal, summed over array words and instances (netlist names)
name and flops:
counter1.cnt 16, counter1.done 1, decrement 1, fail 2, password 32, state 9, timer_reset 1
## power by group
| group | internal [W] | switching, W | leakage (nW) | total (W) |
|---|---|---|---|---|
| clock | 0.000228 | 0.000217 | 0.0905 | 0.000445 |
| sequential | 0.000628 | 0.0000172 | 0.518 | 0.000645 |
| combinational | 0.0000560 | 0.0000634 | 0.590 | 0.000119 |
## metal layers
| layer | routed length (um) | share of wire (%) | global-route usage [%] |
|---|---|---|---|
| met5 | 0 | 0 | 0 |
| met4 | 70 | 1.3 | 3.04 |
| met3 | 230 | 4.1 | 3.53 |
| met2 | 2130 | 38 | 25.9 |
| met1 | 3140 | 56 | 36.4 |
Power figures rest on the tool's default switching activity, not on a simulated workload.
